==> flow/design.v <==
module ctrl_blk_50(
	input 		a5_or_c3,
	input 		data_ena,
	input 		clk_50,
	input 		reset_n,
	output reg 	wr_fifo);
enum reg {not_detect	= 1'b0,
          detect	= 1'b1,
          detect_xx	= 'x} detect_ps, detect_ns;
enum reg {not_write	= 1'b0,
          write		= 1'b1,
          write_xx	= 'x} write_ps, write_ns;
enum reg [2:0]  {	header	= 3'b000,
          		data_0	= 3'b001,
	  		data_1	= 3'b010,
	  		data_2	= 3'b011,
	  		data_3	= 3'b100,
          		data_type_xx	= 'x} data_type_ps, data_type_ns;
enum reg {check		= 1'b0,
          temp		= 1'b1,
          packet_xx	= 'x} packet_type_ps, packet_type_ns;
wire byte_assembled;
wire [1:0] packet_cntr;
assign byte_assembled = ((detect_ps) & (!data_ena)) ? 1'b1 : 1'b0; 
always_ff @(posedge clk_50, negedge reset_n)
    	if (!reset_n) detect_ps <= not_detect;         
    	else          detect_ps <= detect_ns;         
always_comb begin
    	detect_ns = detect_xx;    
    	case (detect_ps)
     		not_detect:
      			if (data_ena == 1'b1) 	detect_ns = detect;
      			else               	detect_ns = not_detect;
     		detect:
      			if (data_ena == 1'b1) 	detect_ns = detect;
      			else               	detect_ns = not_detect;
    	endcase
end 
always_ff @(posedge clk_50, negedge reset_n)
    	if (!reset_n) packet_type_ps <= check;        	
    	else          packet_type_ps <= packet_type_ns;         
always_comb begin
    	packet_type_ns = packet_xx;    
    	case (packet_type_ps)
     		check:
			if ((data_type_ps == header) & (a5_or_c3) & (byte_assembled)) packet_type_ns = temp;
			else packet_type_ns = check;
     		temp:
      			if (data_type_ps != header ) 	packet_type_ns = temp; 
      			else 				packet_type_ns = check; 
    	endcase
end 
always_ff @(posedge clk_50, negedge reset_n)
    	if (!reset_n) data_type_ps <= header;         
    	else          data_type_ps <= data_type_ns;         
always_comb begin
    	data_type_ns = data_type_xx;    
    	case (data_type_ps)
     		header:
			if ( byte_assembled ) 	data_type_ns = data_0;
			else			data_type_ns = header;	
     		data_0:
      			if ( byte_assembled ) 	data_type_ns = data_1;
      			else 			data_type_ns = data_0; 
     		data_1:
      			if ( byte_assembled ) 	data_type_ns = data_2;
      			else 			data_type_ns = data_1; 
     		data_2:
      			if ( byte_assembled ) 	data_type_ns = data_3;
      			else 			data_type_ns = data_2; 
     		data_3:
      			if ( byte_assembled ) 	data_type_ns = header;
      			else 			data_type_ns = data_3; 
    	endcase
end 
always_ff @(posedge clk_50, negedge reset_n)
    	if (!reset_n) write_ps <= not_write;        	
    	else          write_ps <= write_ns;         
always_comb begin
    	write_ns = write_xx;    
        wr_fifo = 1'b0;
    	case (write_ps)
     		not_write:
			if  ((data_type_ps != header) & (packet_type_ps == temp) & (byte_assembled)) write_ns = write;
			else write_ns = not_write;
     		write:
			begin
				wr_fifo = 1'b1;
      				write_ns = not_write; 
			end
    	endcase
end 
endmodule
==> flow/run.sh <==
#!/bin/bash
# OpenROAD 26Q1-2900-gdf79404cd8, Yosys 0.63+post, stock flow scripts
make -C /OpenROAD-flow-scripts/flow DESIGN_CONFIG=/design/flow/config.mk WORK_HOME=/design/flow/orfs finish
==> flow/config.mk <==
export PLATFORM = sky130hd
export DESIGN_NAME = ctrl_blk_50
export DESIGN_NICKNAME = ctrl_blk_50
export VERILOG_FILES = /design/flow/design.v
export SDC_FILE = /design/flow/constraint.sdc
export NUM_CORES = 4
export LEC_CHECK = 1
export CORE_AREA = 10 10 70 70
export DIE_AREA = 0 0 80 80
==> flow/constraint.sdc <==
current_design ctrl_blk_50

set clk_period 2.2
set clk_io_pct 0.2

create_clock -name clk0 -period $clk_period [get_ports {clk_50}]

set non_clock_inputs [all_inputs -no_clocks]
set_input_delay [expr $clk_period * $clk_io_pct] -clock clk0 $non_clock_inputs
set_output_delay [expr $clk_period * $clk_io_pct] -clock clk0 [all_outputs]
==> summary.txt <==
From the run reports.

- The kind of start point of the critical path is a register.
- Sorting the synthesized cells by area gives the leading types as dfrtp_1 57%, nand2b_4 5.2%, and4bb_1 4.7%.
- The peak ir drop on the vdd network is 0.3957 mV.
- The final report lists a non-filler cell total of roughly 74.
- Between the synthesized netlist and the finished layout, the area growth was recorded as 45.50%.
- Of the post-synthesis cell area, the dominant cell type holds 0.5687.
- The maximum fanout count along the critical path reads 2.
- The multiplexer share of the synthesized area reads 0.04265.
- The kind of end point of the critical path reads an output port.
- The number of cells in the design after placement reads 71.
- The number of antenna violations at the first check in global routing reads 0.
- The worst-margin pin slew reads 0.3066 ns.
- The wire length of the first global-routing pass reads 807 um.
- Looking at the clock tree report, the root buffer type is clkbuf_4.
- Once synthesis finished, the tally of register bits stood at 6.
- Looking at the clock tree report, the H-tree level count equals 1.
- The smallest clock period supported by the final layout is computed as 1.496 ns.
- The number of CTS-inserted buffers reads 3.
- In the synthesized netlist, the number of instances is 21.
- The total cells reported by yosys after synthesis is 21.
- For this run, asynchronously set or reset flops after synthesis account for 1.000.
- The leakage power total is 0.1484 nW.
- The main logic family after synthesis reads simple AND/OR/NAND/NOR gates.
- The share of the Yosys chip area taken by registers is 0.5687.
- The die is 80 um tall.
- The iteration count of the initial detailed-routing pass reads 4.
- The finished layout reports a core utilization of 0.1125.
- The count of nets left with antenna violations after detail routing is 0.
- The mean number of vias per cell is 2.500.
- The post-CTS resize count is 0.
- The kind of path behind the tightest hold check reads in -> async.
- The detailed router put a total of 218 um of wire on met1.
- The setup fix buffers added after clock tree synthesis is 0.
- In the finished design, the share of the clock period the worst path needs comes to 0.6799.
- Routed signal wires occupy layers up through met3.
- The total congestion overflow after global routing reads 0.
- The number of primary I/O pins is 5.
- Per the final layout report, the fraction of cells sized above drive strength 1 comes to 0.1786.
- The DRC violation total after the first TritonRoute iteration reads 2.
- The clock tree from TritonCTS is yes.
- The number of clock sinks reads 6.
- At the end of routability-driven placement, the weighted congestion stood at 0.6811.
- The cell-mix breakdown from Yosys lists the adder-cell area share as 0.
- The number of buffers and inverters on the critical path is 1.
- The mean routed wirelength per cell is 6.514 um.
- The final-layout setup total negative slack is 0 ns.
- The total wirelength of the detailed-routed design reads 482 um.
- The total area inside the core boundary comes to 0.003416 mm^2.
- Entering global routing, the biggest net connects 7 pins.
- In this run the core area contains 21 standard-cell rows.
- The power density normalized to cell area reads 961.1 mW/mm^2.
- The highest clock rate is 0.6685 GHz.
- The startpoint of the most critical setup path is write_ps.
- The arrival time of data at the critical path endpoint reads 1.06 ns.
- The number of synthesized flops with an enable pin is 0.
- Summing over the stages, the warning tally comes to 25.
- The and-or/or-and share of the synthesized area is 0.1043.
- The required time of the critical path is 1.76 ns.
- The cell type with the largest total area is dfrtp_1.
- Summed over all nets, wire length on met2 after detailed routing comes to 194 um.
- The total number of vias is 185.
- The synthesis run shows the most used standard cells to be 6 x dfrtp_1, 2 x a21oi_1, 2 x nor2_1.
- The global router's overall resource usage reads 0.01604.
- The detailed route wirelength on metal3 is between 60 and 70 um.
- In this run, the synthesized area fraction spent on xor and xnor cells is recorded as 0.03318.
- The run finished with clean final reports.
- Per the timing report, the most critical flop-to-flop path originates at data_type_ps[0].
- Among all stages on the critical path, the largest delay is contributed by clkdlybuf4s50_1.
- The post-synthesis average cell area is around 13 um^2.
- The clock transition time at the flip-flop clock pins of the worst setup and hold paths reads 0.04 ns.
- The warning tally printed by Yosys for this design is 1.
- The number of global-route vias before repair is a little under 200.
- The number of diodes reads 0.
- The largest clock skew in the final design reads 0.002127 ns.
- The floorplan step records an initial core utilization of 0.07729.
- The horizontal die dimension reads 80 um.
- The number of different library cells in the post-synthesis netlist is 14.
- The insertion delay of the later-clocked pin in the worst-skew pair is between 0.2 and 0.25 ns.
- The number of I/O port buffers reads 4.
- Walking the worst path, the cells encountered are clkdlybuf4s50_1.
- Setup repair after global routing left no endpoint under its margin.
- The most common cell in the synthesized netlist is dfrtp_1.
- For reference, the final report shows the max-slew violation count at 0.
- Per the synthesis report, the simple-gate share of the synthesized area is 0.2370.
- The worst stage delay on the critical path is around 0.47 ns.
- The worst hold slack across all endpoints is 0.4376 ns.
- Per the detail_route report, DRC violations left total 0.
- The most used flip-flop cell reads dfrtp_1.
- The total setup violations reported at the end of the flow is 0.
- The synthesized netlist has a Yosys-reported chip area of 264.0 um^2.
- The maximum number of buffers from clock root to sink reads 2.
- The post-DP HPWL reads around 370 um.
- The family with the most delay on the worst path is buffers and inverters.
- The hold buffer count at cts is 0.
- The post-synthesis instance area is 264.0 um^2.
- Headroom to the max-slew limit came out at 0.7941.
- The number of maximum-capacitance constraint violations reads 0.
- Endpoints failing hold in the final report were tallied at 0.
- The critical path is of the reg -> out type.
- The total power of the final layout is 369.2 uW.
- The chip area is 0.006400 mm^2.
[layout by cell type (no fill, tap or decap)]
cell type,count
a32o_1,1
nor3b_1,1
nand3b_1,1
clkbuf_4,3
a21oi_1,2
mux2_2,1
and4bb_1,1
nor2_1,2
nor4b_1,1
nor3_1,1
clkdlybuf4s50_1,4
nand2b_4,1
xnor2_1,1
inv_1,1
o21a_1,1
dfrtp_1,6
[layer usage]
metal  up-vias  GRT usage
li1         92          -
met1        82    0.01880
met2        11    0.02006
met3         0    0.01591
met4         0   0.003521
met5         -          0
[cell families (layout without fill, tap and decap cells)]
family | Yosys count | in the layout
compound gates | 4 | 4
xor+xnor | 1 | 1
buf+inv | 1 | 8
flops | 6 | 6
mux | 1 | 1
simple gates | 8 | 8
[path summary, 6_finish.rpt]
check                             endpoint  slack, ns  cells after the start
hold reg to reg                   write_ps       0.44                      1
hold / removal                   detect_ps       0.44                      1
min in group clk0                 write_ps       0.44                      1
setup / recovery                   wr_fifo       0.70                      1
max in group asynchronous  data_type_ps[0]       1.55                      1
setup reg to reg            packet_type_ps       1.00                      2
[where the power goes]
part | internal, mW | total, mW | switching [mW] | leakage [nW]
registers | 0.146 | 0.180 | 0.0339 | 0.0763
logic | 0.0539 | 0.0909 | 0.0371 | 0.0583
clock network | 0.0615 | 0.0987 | 0.0372 | 0.0138
[layout make-up]
cell class / instances / area (um^2)
sequential: 6 / 150.1
timing repair buffer: 4 / 40.04
multi-input combinational: 14 / 110.1
inverter: 1 / 3.754
fill: 406 / 3032
clock buffer: 3 / 22.52
tap: 46 / 57.56
[flip-flops by register name, indices dropped and copies added, names as in the netlist]
name and count:
detect_ps 1, data_type_ps 3, write_ps 1, packet_type_ps 1
[stage by stage]
| stage | setup slack (ns) | instance area [um^2] |
|---|---|---|
| floorplan | 1.104 | 264.0 |
| global placement | 0.6478 | 361.6 |
| detailed placement | 0.6371 | 361.6 |
| CTS | 0.6820 | 384.1 |
| global route | 0.6367 | 384.1 |
| finish | 0.7042 | 384.1 |
Power is estimated from default activity; no workload was simulated.
