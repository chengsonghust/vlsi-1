--- ./design.v ---
module alu(
    input        [7:0] in_a     ,   
    input        [7:0] in_b     ,   
    input        [3:0] opcode   ,   
    output  reg  [7:0] alu_out  ,   
    output  reg        alu_zero ,   
    output  reg        alu_carry    
    );
    parameter c_add      = 4'h1;
    parameter c_sub      = 4'h2;
    parameter c_inc      = 4'h3;
    parameter c_dec      = 4'h4;
    parameter c_or       = 4'h5;
    parameter c_and      = 4'h6;
    parameter c_xor      = 4'h7;
    parameter c_shr      = 4'h8;
    parameter c_shl      = 4'h9;
    parameter c_onescomp = 4'ha;
    parameter c_twoscomp = 4'hb;
    reg [8:0] result;             
    always @(*) begin
    case (opcode)
    c_add:
        result = in_a + in_b;
    c_sub:
        result = in_a + ~in_b + 1;
    c_inc:
        result = in_a + 8'b00000001;
    c_dec:
        result = in_a - 8'b00000001;
    c_or:
        result = in_a | in_b;
    c_and:
        result = in_a & in_b;
    c_xor:
        result = in_a ^ in_b;
    c_shr:
        result = {in_a[0], 1'b0, in_a[7:1]};
    c_shl:
        result = {in_a[7:0], 1'b0};
    c_onescomp:
        result = ~in_a;
    c_twoscomp:
        result = ~in_a + 1;
    default:
	result = 'x;
    endcase
    alu_out = result[7:0];
    alu_carry = result[8];
    alu_zero = !alu_out;
    end
endmodule
--- ./run.sh ---
#!/bin/bash
# OpenROAD 26Q1-2900-gdf79404cd8, Yosys 0.63+post, stock flow scripts
make -C /OpenROAD-flow-scripts/flow DESIGN_CONFIG=/design/flow/config.mk WORK_HOME=/design/flow/orfs finish
--- ./config.mk ---
export PLATFORM = sky130hd
export DESIGN_NAME = alu
export DESIGN_NICKNAME = alu
export VERILOG_FILES = /design/flow/design.v
export SDC_FILE = /design/flow/constraint.sdc
export NUM_CORES = 4
export LEC_CHECK = 1
export CORE_AREA = 10 10 107 107
export DIE_AREA = 0 0 117 117
--- ./constraint.sdc ---
current_design alu

set clk_period 7.5
set clk_io_pct 0.2

create_clock -name clk0 -period $clk_period

set non_clock_inputs [all_inputs -no_clocks]
set_input_delay [expr $clk_period * $clk_io_pct] -clock clk0 $non_clock_inputs
set_output_delay [expr $clk_period * $clk_io_pct] -clock clk0 [all_outputs]
==> flow_metrics.tcl <==
# yosys + openroad results
set metrics [dict create \
    post_cts.repair.setup_buffers 0 \
    grt_setup_unrepaired "no" \
    ys_area_um2 2000 \
    endpoint "alu_zero" \
    maxCapViolations 0 \
    netlist_instances 297 \
    drive_gt1_share_pct 3.49 \
    warnings 49 \
    relSlewSlack_pct 42.9 \
    hpwl_um 5400 \
    core_um2 9200 \
    power.total_mw 0.168 \
    worstPathCellList "clkdlybuf4s50_1 > nor2b_1 > nand2_1 > nand2_1 > inv_1 > fa_1 > nand2b_1 > a21oi_1 > o21ai_0 > o41a_1 > or4_1 > nor4_2 > clkdlybuf4s50_1" \
    firstDrtPassIters 4 \
    nClkBuffers 0 \
    ir_worst_vdd_v 0.0000255 \
    yosysUniqueCellTypes 52 \
    cp-startpoint "opcode[2]" \
    ys_warn_count 1 \
    worst-setup-path-type "primary input to output port" \
    pin_count 30 \
    hold_depth 5 \
    ys_cells 297 \
    die_height_um 117 \
    seqCellArea_um2 0 \
    avgSynthCellArea_um2 6.74 \
    area_delta_synth_final_pct 20.1 \
    grt_pass1_vias 2098 \
    die_x_um 117 \
    min_path_type "primary input to output port" \
    arrival_ps 5250 \
    fp_util_pct 21.8 \
    syn_area_um2 2000 \
    utilization_pct 26.1 \
    wirelength_um 6680 \
    stdcell_count 426 \
    vias_per_cell 5.13 \
    grtUsageTotal_pct 9.89 \
    chip_area_um2 13700 \
    finalClockPeriodUsage_pct 90.0 \
    fmax_mhz 148 \
    status "completed" \
    yosysSeqAreaShare_pct 0 \
    globalRoute.totalOverflow 0 \
    worst_slack_ps 754 \
    grt_pass1_wl_um 11000 \
    path_delay_family "simple AND/OR/NAND/NOR gates" \
    grt_max_degree 35 \
    ctsHoldBuffers 0 \
    power_density_nw_per_um2 70.1 \
    cpPeakStageDelay_ps 570 \
    gp_congestion 0.940 \
    place_ws_ps 757 \
    cp-end-kind "output port" \
    num_vias 2186 \
    path_buffers 3 \
    wire_per_inst_um 15.7 \
    hold_viol_final 0 \
    n_antenna_cell 0 \
    io_buffer_count 30 \
    initialDrtViolationCount 191 \
    flop-count 0 \
    worstPathRequired_ps 6000 \
    slew_violations 0 \
    num_rows 35 \
    tns_ps 0 \
    cp_slowest_cell "or4_1" \
    cts-resized-gates 0 \
    grt_antenna_before_repair 0 \
    start_kind "primary input" \
    drc_errors 0 \
    period_needed_ps 6750 \
    tightestPinTransition_ps 835 \
    crit_fanout 9 \
    antenna_left 0 \
    crit_cells 13 \
    dpl.cell_count 426 \
    leakagePower_nw 1.00 \
    finalSetupViolCount 0 \
]
## cells in the final DEF, fill, tap and decap left out, drive strengths merged, types with 5 or more instances in the layout
| cell | count |
|---|---|
| buf | 5 |
| nand2 | 22 |
| nand2b | 7 |
| nor2b | 5 |
| or3 | 5 |
| a211oi | 6 |
| a31oi | 7 |
| inv | 24 |
| xnor2 | 12 |
| nand3 | 8 |
| o21ai | 21 |
| ha | 34 |
| o22ai | 7 |
| clkdlybuf4s50 | 30 |
| a21oi | 27 |
| xor2 | 6 |
| nor2 | 25 |
| mux2i | 6 |
## logic make-up after synthesis
| logic type | synth area share [%] |
|---|---|
| buf+inv | 8.19 |
| compound gates | 31.7 |
| simple gates | 24.4 |
| xor+xnor | 7.87 |
| fa+ha+maj | 23.8 |
| mux | 4.13 |
## layout make-up
type,count,area [um2]
inverter,24,90.1
tap,111,139
timing repair buffer,35,338
multi-input combinational,256,1840
fill,1001,6790
## how the worst min path moves through the flow
| stage | from | endpoint | slack (ps) |
|---|---|---|---|
| finish | in_b[6] | alu_carry | 4330 |
| global route | opcode[0] | alu_out[1] | 4410 |
| CTS | in_b[6] | alu_carry | 4350 |
## cell usage after synthesis, drive strengths merged (3+ instances only)
| master | count | share of area (%) |
|---|---|---|
| o221ai | 3 | 1.3 |
| a211oi | 6 | 2.2 |
| xnor2 | 12 | 5.2 |
| a22oi | 3 | 1.1 |
| nand3 | 8 | 2.0 |
| buf | 11 | 2.6 |
| a32oi | 4 | 1.7 |
| a31oi | 7 | 2.2 |
| clkbuf | 6 | 1.1 |
| o21bai | 3 | 1.1 |
| nor2b | 5 | 1.6 |
| a22o | 3 | 1.3 |
| nor2 | 25 | 4.7 |
| or3 | 5 | 1.6 |
| a21oi | 27 | 6.8 |
| o21ai | 21 | 5.2 |
| o22ai | 7 | 2.2 |
| ha | 34 | 21 |
| xor2 | 6 | 2.6 |
| inv | 24 | 4.5 |
| nand2b | 7 | 2.2 |
| nand2 | 22 | 4.1 |
| nor4 | 3 | 1.2 |
| mux2i | 6 | 3.0 |
| nor3 | 4 | 1.0 |
## report_power, final
group          internal (mW)  switching, mW  total (mW)  leakage [nW]
Sequential                 0              0           0             0
Clock                      0              0           0             0
Combinational         0.0783         0.0902       0.168          1.00
Total                 0.0783         0.0902       0.168          1.00
## stage by stage
stage                     hold WS, ps  cell area [um2]
after floorplan                  3190             2000
final                            4330             2400
after global placement           4350             2400
after global routing             4410             2400
after CTS                        4350             2400
after detailed placement         4350             2400
## routing by layer
metal / up-vias / share of wire, % / track usage, %
li1: 1120 / - / -
met1: 1012 / 47 / 13.4
met2: 52 / 49 / 17.1
met3: 2 / 4.5 / 1.44
met4: 0 / 0.31 / 0.329
met5: - / 0 / 0
Power figures rest on the tool's default switching activity, not on a simulated workload.
