<file path="flow/constraint.sdc">
current_design ctrl_blk_2

set clk_period 1.5
set clk_io_pct 0.2

create_clock -name clk0 -period $clk_period [get_ports {clk_2}]

set non_clock_inputs [all_inputs -no_clocks]
set_input_delay [expr $clk_period * $clk_io_pct] -clock clk0 $non_clock_inputs
set_output_delay [expr $clk_period * $clk_io_pct] -clock clk0 [all_outputs]
</file>
<file path="flow/run.sh">
#!/bin/bash
# OpenROAD 26Q1-2900-gdf79404cd8, Yosys 0.63+post, stock flow scripts
make -C /OpenROAD-flow-scripts/flow DESIGN_CONFIG=/design/flow/config.mk WORK_HOME=/design/flow/orfs finish
</file>
<file path="flow/config.mk">
export PLATFORM = sky130hd
export DESIGN_NAME = ctrl_blk_2
export DESIGN_NICKNAME = ctrl_blk_2
export VERILOG_FILES = /design/flow/design.v
export SDC_FILE = /design/flow/constraint.sdc
export NUM_CORES = 4
export LEC_CHECK = 1
export CORE_AREA = 10 10 70 70
export DIE_AREA = 0 0 80 80
</file>
<file path="flow/design.v">
module ctrl_blk_2(
	input 		fifo_empty,
	input 		clk_2,
	input 		reset_n,
	output reg 	zero_sel,
	output reg 	rd_fifo,
	output reg 	ram_ena,
	output reg 	ram_wr_n
	);
enum reg {
read_idle = 1'b0,
read = 1'b1,
read_xx	= 'x
} read_ps, read_ns;
enum reg [1:0] {
ram_write_idle = 2'b00,
ram_write = 2'b01,
ram_write_wait = 2'b10,
ram_write_xx = 'x
} ram_write_ps, ram_write_ns;
enum reg [2:0] {idle		= 3'b000,
		byte_0		= 3'b001,
          	byte_1		= 3'b010,
          	byte_2		= 3'b011,
          	byte_3		= 3'b100,
          	byte_xx	= 'x} byte_cnt_ps, byte_cnt_ns;
always_ff @(posedge clk_2, negedge reset_n)
    	if (!reset_n) read_ps <= read_idle;         
    	else          read_ps <= read_ns;         
always_comb begin
    	read_ns = read_xx;    
	rd_fifo = 1'b0;
    	unique case (read_ps)
     		read_idle:
			if (!fifo_empty)  read_ns = read;
			else read_ns = read_idle;
     		read:
			begin
				rd_fifo = 1'b1;	
				read_ns = read_idle;
			end
    	endcase
end 
always_comb begin
	if (byte_cnt_ps == byte_0)		
		zero_sel = 1'b1;
	else 
		zero_sel = 1'b0;
end
always_ff @(posedge clk_2, negedge reset_n)
    	if (!reset_n) byte_cnt_ps <= byte_0;         
    	else          byte_cnt_ps <= byte_cnt_ns;    
always_comb begin
    	byte_cnt_ns = byte_xx;    
    	case (byte_cnt_ps)
     		byte_0:
			if (read_ps == read & (!fifo_empty)) byte_cnt_ns = byte_1;
			else byte_cnt_ns = byte_0;
     		byte_1:
			if (read_ps == read & (!fifo_empty)) byte_cnt_ns = byte_2;
			else byte_cnt_ns = byte_1;
     		byte_2:
			if (read_ps == read & (!fifo_empty)) byte_cnt_ns = byte_3;
			else byte_cnt_ns = byte_2;
     		byte_3:
			if (read_ps == read & (!fifo_empty)) byte_cnt_ns = byte_0;
			else byte_cnt_ns = byte_3;
    	endcase
end
always_ff @(posedge clk_2, negedge reset_n)
    	if (!reset_n) ram_write_ps <= ram_write_idle;  	 
    	else          ram_write_ps <= ram_write_ns;   	 
always_comb begin
    	ram_write_ns = ram_write_xx;    
	ram_ena = 1'b0;
	ram_wr_n = 1'b1;
    	case (ram_write_ps)
     		ram_write_idle:
			if ((byte_cnt_ps == byte_3) && (read_ps == read))  ram_write_ns = ram_write;
			else ram_write_ns = ram_write_idle;
     		ram_write:
			begin
				ram_write_ns = ram_write_wait;
				ram_wr_n = 1'b0;
			end
     		ram_write_wait:
			begin
				ram_write_ns = ram_write_idle;
				ram_ena = 1'b1;
			end
    	endcase
end 
endmodule
</file>
==> flow_metrics.tcl <==
# flow metrics
set metrics [dict create \
    status "completed" \
    grt_pass1_vias 183 \
    busiest_layer "met2" \
    gr-total-overflow 0 \
    peakVddDrop_uv 206 \
    cp.arrival_ns 1.12 \
    wirelength_um 523 \
    muxShareOfSynthArea_pct 19.8 \
    startpoint_type "flop" \
    n_antenna_cell 0 \
    grt_pass1_wl_um 834 \
    die_h_um 80 \
    logic_family "multiplexers" \
    syn2layout_area_growth_pct 53.1 \
    fillerInstances 389 \
    place.gp.congestion 0.742 \
    num_io_pins 7 \
    grt_max_degree 9 \
    ys_warn_count 1 \
    path_cells "clkdlybuf4s50_1" \
    drive_gt1_share_pct 41.9 \
    cts-root-buf "clkbuf_4" \
    clk_pin_slew_ns 0.05 \
    drv_cap 0 \
    vias_per_cell 2.38 \
    drt_first_iter_violations 4 \
    cp.depth 1 \
    cp.required_ns 1.20 \
    final_area_um2 465 \
    cts_tree "yes" \
    globalRouteMet1Util_pct 1.96 \
    ff2ff_path_depth 2 \
    crit_type "reg -> out" \
    vias 183 \
    skew_ns 0.00413 \
    rows 21 \
    htreeDepth 1 \
    crit_family "buffers and inverters" \
    mostFrequentLayoutCells "dfrtp_1 (5), mux2_4 (4), clkdlybuf4s50_1 (4)" \
    ys_chip_area_um2 304 \
    ys_seq_share_pct 66.7 \
    clock_latency_ns 0.25 \
    final_common_cell "dfrtp_1" \
    yosysTopAreaCell "dfrtp_1" \
    avgSynthCellArea_um2 16.0 \
    antenna_found_initial 0 \
    drcViolationCount 0 \
    hold_path_class "in -> async" \
    cp.buffers_inverters 1 \
    hold_buffers 0 \
    placed_area_um2 422 \
    slowest_stage "clkdlybuf4s50_1" \
    fin_crit_ns 1.42 \
    xor_share_pct 0 \
    syn_inst 19 \
    cp-end-kind "output pin" \
    setup_violations 0 \
    p_per_area_nw_per_um2 889 \
    clock-sinks 8 \
    critical-path-max-stage-delay_ns 0.48 \
    synth_area_um2 304 \
    core_area_um2 3420 \
    slew_headroom_pct 76.7 \
    rsz0062_at_grt "false" \
    die_x_um 80 \
    synthTopCellsByArea "dfrtp_1 (49%), mux2_4 (20%), dfstp_2 (17%)" \
    ys_sh_adder_pct 0 \
    startpoint "read_ps" \
    setup_tns_ns 0 \
    antenna_left 0 \
    finalCritPeriodShare_pct 94.9 \
    ys_cells 19 \
    cp-endpoint "rd_fifo" \
    hold_viol_final 0 \
    gr-usage-all-layers_pct 1.58 \
    fp_util_pct 8.90 \
    tool_warnings 25 \
    fmaxAchievable_ghz 0.703 \
    synth-compound-area-share_pct 2.47 \
    rr_startpoint "read_ps" \
    port_buffers 6 \
    top_cell_area_share_pct 49.4 \
    use_met2_pct 2.09 \
    firstDrtPassIters 2 \
    worstPathMaxFanout 6 \
    worstMarginPinSlew_ns 0.348 \
    dieArea_um2 6400 \
    synth-seq-cells 8 \
    cts_buffers 3 \
    synth-simple-area-share_pct 9.88 \
    synth_cell_types 10 \
    slew_violations 0 \
    power.leakage_uw 0.000212 \
    r2r_slack_ns 0.48 \
    met3_usage_pct 1.25 \
    wl_per_cell_um 6.79 \
    ctsLongestPathBuffers 2 \
]
==> kinds of logic after synthesis <==
logic type / Yosys count
compound gates: 1
buf+inv: 1
flops: 8
mux: 4
simple gates: 5
==> how the worst min path moves through the flow <==
stage	end	cells after the start	startpoint	slack [ns]
finish	async pin	1	reset_n	0.32
CTS	async pin	1	reset_n	0.32
global route	async pin	1	reset_n	0.33
==> metal layers <==
layer | wire, um | up-vias | share of wire, %
met2 | 213 | 7 | 41
met4 | 5 | 0 | 0.96
met1 | 238 | 87 | 46
met5 | 0 | - | 0
met3 | 66 | 2 | 13
li1 | - | 87 | -
==> repair_timing <==
item / in CTS / in global routing
setup buffers: 1 / 1
setup endpoints to repair: 1 / 2
gates cloned: 0 / 0
gates resized: 1 / 2
endpoints found under the hold margin: 0 / 0
==> cell type report <==
type / instances / area, um2 / area share, %
flip-flops and latches: 8 / 204 / 43.8
inverters: 1 / 3.75 / 0.806
well taps: 46 / 57.6 / 12.4
repair buffers: 8 / 76.3 / 16.4
clock buffers: 4 / 26.3 / 5.65
multi-input cells: 10 / 97.6 / 21.0
==> power by group <==
part | internal, uW | switching [uW] | total (uW)
sequential | 219 | 2.54 | 221
clock | 102 | 70.5 | 172
combinational | 12.5 | 7.97 | 20.5
total | 333 | 81.0 | 414
==> synthesized netlist by cell type, drive strengths merged <==
cell type	count
dfrtp	6
mux2	4
dfstp	2
a21o	1
and2b	1
and3	1
inv	1
nand2	1
nand2b	1
nor2	1
==> stage by stage <==
step | power (uW) | hold slack, ns | std cells | setup WS (ns) | util, %
floorplan | 231 | 0.00441 | 19 | 0.533 | -
global placement | 245 | 0.368 | 71 | 0.0913 | 12.3
detailed placement | 245 | 0.366 | 71 | 0.0774 | 12.3
CTS | 426 | 0.317 | 76 | 0.00868 | 13.3
global route | 437 | 0.327 | 77 | 0.0189 | 13.6
finish | 414 | 0.319 | 77 | 0.0767 | 13.6
Power and IR drop assume default switching activity.
